==> ./design.v <==
module adder #(parameter 
                    ARITH_TYPE = 0,
	                DATA_WIDTH = 32,
	                E          = 8, 
	                M          = 23,
                    INTEGER    = 12, 
                    FRACTION   = 20,
                    sub = 0) (
    input  [DATA_WIDTH-1:0] in1,
    input  [DATA_WIDTH-1:0] in2,
    output [DATA_WIDTH-1:0] out
);
generate
    case (ARITH_TYPE)
        1'b0: begin
            if (sub) begin
                floating_point_adder #(.DATA_WIDTH(DATA_WIDTH), .E(E), .M(M))
                add (.in1(in1), .in2({~in2[DATA_WIDTH-1], in2[DATA_WIDTH-2:0]}), .out(out));
            end
            else begin
                floating_point_adder #(.DATA_WIDTH(DATA_WIDTH), .E(E), .M(M)) 
                add (.in1(in1), .in2(in2), .out(out));
            end
        end
        1'b1: begin
            if (sub) begin
                fixed_point_adder #(.DATA_WIDTH(DATA_WIDTH), .INTEGER(INTEGER), .FRACTION(FRACTION)) 
                add (.in1(in1), .in2((~in2+1'b1)), .out(out));
            end
            else begin
                fixed_point_adder #(.DATA_WIDTH(DATA_WIDTH), .INTEGER(INTEGER), .FRACTION(FRACTION)) 
                add (.in1(in1), .in2(in2), .out(out));
            end
        end
    endcase      
endgenerate
endmodule
module fixed_to_floating_conversion #(parameter
DATA_WIDTH = 32,
M = 23,
E = 8,
bias = (2**(E-1))-1,
INTEGER = 10,
FRACTION = 22
) (
input                          clk,
input                          reset,
input                          start_fixed_to_floating_conversion,
input  wire  [DATA_WIDTH-1:0]  fixed_point_input,
output reg   [DATA_WIDTH-1:0]  floating_point_output_reg,
output reg                     floating_point_number_ready
);
wire  [DATA_WIDTH-1:0]  floating_point_output ;
wire  [INTEGER-1:0]    int_input ;
wire  [FRACTION-1:0]   fraction_input ;
wire  [DATA_WIDTH-1:0]  INTEGER_RESULT ;
wire  [DATA_WIDTH-1:0]  FRACTION_RESULT ;
wire                 sign;
wire [3:0] int_shft_amt;
wire [E-1:0] int_Exponent;
reg  [M-1:0] int_Mantissa;
wire [INTEGER-1:0] int_Mantissa_reversed;
reg [DATA_WIDTH-1:0] INTEGER_RESULT_reg  ;
wire [4:0]   fraction_shft_amt;
wire [E-1:0] fraction_Exponent;
wire  [FRACTION-1:0] fraction_Mantissa_FRACTION_BASED;
wire  [M-1:0] fraction_Mantissa;
reg [DATA_WIDTH-1:0] FRACTION_RESULT_reg  ;
reg INTEGER_AND_FRACTION_RESULT_en ;
reg floating_point_output_en ;
localparam  [1:0]      IDLE                               = 2'b00,
                       INTEGER_AND_FRACTION_CALCULATION    = 2'b01 ,
                       FLOATING_POINT_OUTPUT_CALCULATION  = 2'b11 ,
                       OUTPUT_READY                       = 2'b10 ;
reg [1:0] current_state, next_state;  
    always @(posedge clk or posedge reset)
    begin
        if(reset)
            current_state <= IDLE;       
        else
            current_state <= next_state;
    end
    always @*
    begin 
        case(current_state)
        IDLE : 
        begin
    floating_point_number_ready = 0;
    INTEGER_AND_FRACTION_RESULT_en = 0;
    floating_point_output_en = 0;
    if (start_fixed_to_floating_conversion)
        begin
    next_state = INTEGER_AND_FRACTION_CALCULATION ;
        end
    else
        begin
    next_state = IDLE ;
        end
        end                    
        INTEGER_AND_FRACTION_CALCULATION :
        begin
    floating_point_number_ready = 0;
    INTEGER_AND_FRACTION_RESULT_en = 1;
    floating_point_output_en = 1;
    next_state = FLOATING_POINT_OUTPUT_CALCULATION ;
        end
        FLOATING_POINT_OUTPUT_CALCULATION :
        begin
    floating_point_number_ready = 0;
    INTEGER_AND_FRACTION_RESULT_en = 0;
    floating_point_output_en = 1;
    next_state = OUTPUT_READY ;
        end
        OUTPUT_READY :
        begin
    floating_point_number_ready = 1;
    INTEGER_AND_FRACTION_RESULT_en = 0;
    floating_point_output_en = 0;
    next_state = IDLE ;
        end
        default :
        begin
    floating_point_number_ready = 0;
    INTEGER_AND_FRACTION_RESULT_en = 0;
    floating_point_output_en = 0;
    next_state = IDLE ;
        end
        endcase
    end  
assign int_input = fixed_point_input [DATA_WIDTH-1 : FRACTION] ;
assign int_shft_amt =
                  int_input[9]  ? 4'd9 : int_input[8]  ? 4'd8 :
                  int_input[7]  ? 4'd7 : int_input[6]  ? 4'd6 :
                  int_input[5]  ? 4'd5 : int_input[4]  ? 4'd4 :
                  int_input[3]  ? 4'd3 : int_input[2]  ? 4'd2 :
                  int_input[1]  ? 4'd1 : int_input[0]  ? 4'd0 :
                                           4'd0;
assign int_Exponent          = (int_input == {INTEGER{1'b0}}) ? int_shft_amt : int_shft_amt + bias;
assign int_Mantissa_reversed = int_input << (INTEGER - int_shft_amt);
always @(*) begin
    int_Mantissa = {int_Mantissa_reversed, {M-INTEGER{1'b0}}};
end
assign INTEGER_RESULT = {1'b0, int_Exponent, int_Mantissa};
assign fraction_input = fixed_point_input [FRACTION-1 : 0] ;
assign fraction_shft_amt = 
fraction_input[21]  ? 5'd1 : fraction_input[20]  ? 5'd2 :
fraction_input[19]  ? 5'd3 : fraction_input[18]  ? 5'd4 :
fraction_input[17]  ? 5'd5 : fraction_input[16]  ? 5'd6 :
fraction_input[15]  ? 5'd7 : fraction_input[14]  ? 5'd8 :
fraction_input[13]  ? 5'd9 : fraction_input[12]  ? 5'd10 :
fraction_input[11]  ? 5'd11 : fraction_input[10]  ? 5'd12 :
fraction_input[9]  ? 5'd13 : fraction_input[8]  ? 5'd14 :
fraction_input[7]  ? 5'd15 : fraction_input[6]  ? 5'd16 :
fraction_input[5]  ? 5'd17 : fraction_input[4]  ? 5'd18 :
fraction_input[3]  ? 5'd19 : fraction_input[2]  ? 5'd20 :
fraction_input[1]  ? 5'd21 : fraction_input[0]  ? 5'd22 :
5'd0;
assign fraction_Exponent = (fraction_input) ?  bias - fraction_shft_amt : 'b0 ;
assign fraction_Mantissa_FRACTION_BASED = fraction_input << fraction_shft_amt;
assign fraction_Mantissa = {fraction_Mantissa_FRACTION_BASED , {(M-FRACTION){1'b0}}}   ;
assign FRACTION_RESULT =   {1'b0, fraction_Exponent, fraction_Mantissa};
always @ (posedge clk or posedge reset)
begin
if (reset)
    begin
INTEGER_RESULT_reg <= 'b0 ;
FRACTION_RESULT_reg <= 'b0 ;
    end 
else if (INTEGER_AND_FRACTION_RESULT_en)
    begin
INTEGER_RESULT_reg <= INTEGER_RESULT  ;
FRACTION_RESULT_reg <= FRACTION_RESULT  ; 
    end
else
    begin
INTEGER_RESULT_reg <= INTEGER_RESULT_reg  ;
FRACTION_RESULT_reg <= FRACTION_RESULT_reg  ;       
    end
end
always @ (posedge clk or posedge reset)
begin
if (reset)
    begin
floating_point_output_reg <= 'b0;  
    end
else if (floating_point_output_en)
    begin
floating_point_output_reg <= floating_point_output ;
    end
else
    begin
floating_point_output_reg <= floating_point_output_reg ;
    end
end
adder #(
.ARITH_TYPE(0),
.DATA_WIDTH(DATA_WIDTH),
.E(E),
.M(M),
.sub(0)
) 
adder_insta
(
.in1(INTEGER_RESULT_reg),
.in2(FRACTION_RESULT_reg),
.out(floating_point_output)
);
endmodule
module floating_point_adder #(parameter
	           DATA_WIDTH = 32,
	           M = 23,
               E = 8)
    (
    input      [DATA_WIDTH-1:0] in1,
    input      [DATA_WIDTH-1:0] in2,
    output reg [DATA_WIDTH-1:0] out
    );
    integer i;
    wire EX1_greater_than_EX2, EX1_equal_EX2;
    wire sign1,sign2,signOUT;
    wire [E-1:0] Exponent1,Exponent2;
    wire [M:0] MantissaUnNORMALIZED1;
    wire [M:0] MantissaUnNORMALIZED2;
    wire [2*M+1:0] MantissaUnNORMALIZEDOut;
    wire [2*M+1:0] smaller_number_shifted;
    wire [2*M+1:0] larger_number_shifted;
    wire [E-1:0] Difference;
    wire [E-1:0] LargerExponent;
    wire [M:0] smaller_number;
    wire [M:0] larger_number;
    wire [7:0] shft_amt;
    wire N1_larger;
    wire ZeroIN1;
    wire ZeroIN2;
    assign sign1 = in1[DATA_WIDTH-1];
    assign sign2 = in2[DATA_WIDTH-1];
    assign Exponent1 = in1[DATA_WIDTH-2:DATA_WIDTH-E-1];
    assign Exponent2 = in2[DATA_WIDTH-2:DATA_WIDTH-E-1];
    assign MantissaUnNORMALIZED1 = {1'b1, in1[M-1:0]};
    assign MantissaUnNORMALIZED2 = {1'b1, in2[M-1:0]};
    assign EX1_greater_than_EX2 = (Exponent1 > Exponent2);
    assign EX1_equal_EX2 = (Exponent1 == Exponent2); 
    assign LargerExponent = EX1_greater_than_EX2 ? Exponent1 : Exponent2;
    assign N1_larger =    EX1_greater_than_EX2 ? 1'b1 : (EX1_equal_EX2 && (MantissaUnNORMALIZED1 > MantissaUnNORMALIZED2)) ? 1'b1 : 1'b0;
    assign Difference = (~EX1_greater_than_EX2) ? (Exponent2 - Exponent1) :  (Exponent1 - Exponent2);
    assign  smaller_number = N1_larger ? MantissaUnNORMALIZED2 : MantissaUnNORMALIZED1;
    assign  larger_number = N1_larger ? MantissaUnNORMALIZED1 : MantissaUnNORMALIZED2;
    assign smaller_number_shifted = {1'b0, smaller_number, 23'b0} >> Difference;
    assign larger_number_shifted = {1'b0, larger_number, 23'b0};
    assign MantissaUnNORMALIZEDOut = (sign1^sign2) ? larger_number_shifted - smaller_number_shifted : larger_number_shifted + smaller_number_shifted;
    assign shft_amt = MantissaUnNORMALIZEDOut[47] ? 8'd0  : MantissaUnNORMALIZEDOut[46] ? 8'd1  :
                      MantissaUnNORMALIZEDOut[45] ? 8'd2  : MantissaUnNORMALIZEDOut[44] ? 8'd3  :
                      MantissaUnNORMALIZEDOut[43] ? 8'd4  : MantissaUnNORMALIZEDOut[42] ? 8'd5  :
                      MantissaUnNORMALIZEDOut[41] ? 8'd6  : MantissaUnNORMALIZEDOut[40] ? 8'd7  :
                      MantissaUnNORMALIZEDOut[39] ? 8'd8  : MantissaUnNORMALIZEDOut[38] ? 8'd9  :
                      MantissaUnNORMALIZEDOut[37] ? 8'd10 : MantissaUnNORMALIZEDOut[36] ? 8'd11 :
                      MantissaUnNORMALIZEDOut[35] ? 8'd12 : MantissaUnNORMALIZEDOut[34] ? 8'd13 :
                      MantissaUnNORMALIZEDOut[33] ? 8'd14 : MantissaUnNORMALIZEDOut[32] ? 8'd15 :
                      MantissaUnNORMALIZEDOut[31] ? 8'd16 : MantissaUnNORMALIZEDOut[30] ? 8'd17 :
                      MantissaUnNORMALIZEDOut[29] ? 8'd18 : MantissaUnNORMALIZEDOut[28] ? 8'd19 :
                      MantissaUnNORMALIZEDOut[27] ? 8'd20 : MantissaUnNORMALIZEDOut[26] ? 8'd21 :
                      MantissaUnNORMALIZEDOut[25] ? 8'd22 : MantissaUnNORMALIZEDOut[24] ? 8'd23 :
                      MantissaUnNORMALIZEDOut[23] ? 8'd24 : MantissaUnNORMALIZEDOut[22] ? 8'd25 :
                      MantissaUnNORMALIZEDOut[21] ? 8'd26 : MantissaUnNORMALIZEDOut[20] ? 8'd27 :
                      MantissaUnNORMALIZEDOut[19] ? 8'd28 : MantissaUnNORMALIZEDOut[18] ? 8'd29 :
                      MantissaUnNORMALIZEDOut[17] ? 8'd30 : MantissaUnNORMALIZEDOut[16] ? 8'd31 :
                      MantissaUnNORMALIZEDOut[15] ? 8'd32 : MantissaUnNORMALIZEDOut[14] ? 8'd33 :
                      MantissaUnNORMALIZEDOut[13] ? 8'd34 : MantissaUnNORMALIZEDOut[12] ? 8'd35 :
                      MantissaUnNORMALIZEDOut[11] ? 8'd36 : MantissaUnNORMALIZEDOut[10] ? 8'd37 :
                      MantissaUnNORMALIZEDOut[9]  ? 8'd38 : MantissaUnNORMALIZEDOut[8]  ? 8'd39 :
                      MantissaUnNORMALIZEDOut[7]  ? 8'd40 : MantissaUnNORMALIZEDOut[6]  ? 8'd41 :
                      MantissaUnNORMALIZEDOut[5]  ? 8'd42 : MantissaUnNORMALIZEDOut[4]  ? 8'd43 :
                      MantissaUnNORMALIZEDOut[3]  ? 8'd44 : MantissaUnNORMALIZEDOut[2]  ? 8'd45 :
                      MantissaUnNORMALIZEDOut[1]  ? 8'd46 : MantissaUnNORMALIZEDOut[0]  ? 8'd47 :
                                                    8'd48;
    wire [3*M+1:0] OutShifted;
    wire [M-1:0] LastOut;
    assign OutShifted = {MantissaUnNORMALIZEDOut, 23'b0} << (shft_amt+1);
    assign LastOut = OutShifted [3*M+1:2*M+2];
    wire [E-1:0] LastExpOut;
    assign LastExpOut = LargerExponent - shft_amt + 8'b1;
    assign signOUT = (N1_larger)? sign1 : sign2;
    assign ZeroIN1 = (~|in1[DATA_WIDTH-2:0]);
    assign ZeroIN2 = (~|in2[DATA_WIDTH-2:0]);
    reg [DATA_WIDTH-1:0] out_inter;
    always @(*) begin
        if (ZeroIN1 & ZeroIN2) begin
            out_inter = 'b0;
        end
        else if (ZeroIN1 & (~ZeroIN2)) begin
            out_inter = in2;
        end
        else if ((~ZeroIN1) & ZeroIN2) begin
            out_inter = in1;
        end
        else begin
            out_inter = {signOUT, LastExpOut, LastOut};
        end
    end
    always @(*) begin
        if ((in1[DATA_WIDTH-1] != in2[DATA_WIDTH-1]) && (in1[DATA_WIDTH-2:0] == in2[DATA_WIDTH-2:0])) begin
            out = 'b0;
        end
        else begin
            out = out_inter;
        end
    end
endmodule
==> ./run.sh <==
#!/bin/bash
# OpenROAD 26Q1-2900-gdf79404cd8, Yosys 0.63+post, stock flow scripts
make -C /OpenROAD-flow-scripts/flow DESIGN_CONFIG=/design/flow/config.mk WORK_HOME=/design/flow/orfs finish
==> ./config.mk <==
export PLATFORM = sky130hd
export DESIGN_NAME = fixed_to_floating_conversion
export DESIGN_NICKNAME = fixed_to_floating_conversion
export VERILOG_FILES = /design/flow/design.v
export SDC_FILE = /design/flow/constraint.sdc
export NUM_CORES = 4
export LEC_CHECK = 1
export CORE_UTILIZATION = 50
==> ./constraint.sdc <==
current_design fixed_to_floating_conversion

set clk_period 14.9
set clk_io_pct 0.2

create_clock -name clk0 -period $clk_period [get_ports {clk}]

set non_clock_inputs [all_inputs -no_clocks]
set_input_delay [expr $clk_period * $clk_io_pct] -clock clk0 $non_clock_inputs
set_output_delay [expr $clk_period * $clk_io_pct] -clock clk0 [all_outputs]
==> out/qor.csv <==
stage,metric,value,unit
routing,num_vias,10940,
setup_path,critPathSlowestCell,ha_1,
synth,edf_count,0,
power_and_ir_drop,finalPower,1.417,mW
setup_path,start_kind,register,
routing,drt-met1-wl,16250,microns
timing,finalCritPeriodShare,63.10,%
routing,routedWlPerCell,23.01,microns
setup_path,criticalPathCategory,reg -> reg,
clock_network,cts_tree,built,
routing,wl,37440,microns
layout,final_cells,1627,
hold_path,worstHoldPathType,reg -> reg,
place,gpl.final_weighted_congestion,1.007,
place,dp.cells,1611,
synth,ys_ff,80,
clock_network,hold_buffers,0,
place,dp_hpwl,29460,microns
timing,worst_slack,5.498,ns
layout,nFillCells,1935,
synth,avgSynthCellArea,7.853,sq um
synth,logic_family,AND-OR/OR-AND gates,
synth,most_common_cell,nand2_1,
timing,finalSetupViolations,0,
routing,drtIter0Drc,851,
timing,fin_hold_ws,0.3530,ns
layout,synthToLayoutAreaGrowth,10.85,%
routing,wl_met2,16130,microns
power_and_ir_drop,ir_worst_vdd,58.51,uV
place,numPortBuffers,66,
synth,ys.flop_type,dfrtp_1,
synth,compound_area_share,29.01,%
place,pre_cts_ws,5.662,ns
power_and_ir_drop,power.leakage,5.064,nW
routing,wl_met3,3796,microns
clock_network,cts_buffers,9,
synth,syn_area,0.01043,sq mm
global_route,first_global_vias,9947,
job,warning_count,33,
synth,simple_gate_area_share,19.89,%
global_route,grt_pass1_wl,58870,microns
clock_network,path_clk_slew,0.07,ns
layout,largest_reg_flops,31,
timing,rsz0062_at_grt,false,
routing,dr.pass1.iters,6,
setup_path,path_max_fanout,35,
timing,worst_slew_pin_slew,0.8740,ns
die,io-pin-count,68,
die,die_area,0.02144,sq mm
die,initCoreUtil,51.21,%
layout,drive_gt1_share,8.254,%
synth,ys_sh_mux,14.91,%
timing,hold_viol,0,
clock_network,cts_root_buffer,clkbuf_16,
timing,finalSetupTns,0,ns
setup_path,endpoint_kind,register,
clock_network,htree_levels,3,
timing,period_minus_slack,9.402,ns
timing,slew_headroom,41.52,%
setup_path,arrival,9.70,ns
die,chipWidth,146.4,microns
timing,slew_viol_final,0,
die,placementRows,52,
routing,ant_nets,0,
routing,drcViolationCount,0,
global_route,grt_usage,36.53,%
synth,synthCells,1328,
die,die_y,146.4,microns
synth,synthTopCellsByCount,"nand2_1 (137), nor2_1 (106), mux2i_1 (100)",
setup_path,critPathMaxStageDelay,0.81,ns
synth,yosys_area,0.01043,sq mm
global_route,grt_max_degree,59,
clock_network,cts_buffer_depth,2,
synth,ys_sh_xor,2.496,%
global_route,grt_overflow,0,
clock_network,clock-sinks,80,
synth,ys_cells,1328,
routing,viasPerCell,6.723,
routing,antenna_cells,0,
clock_network,cts_resized,0,
routing,top_layer,met4,
die,design.core.area,0.02036,sq mm
global_route,antenna_found_initial,0,
setup_path,worstPathRequired,15.19,ns
synth,synth.area.top_cells,"dfrtp_1 (19%), mux2i_1 (9.6%), ha_1 (7.4%), nand2_1 (4.9%), o21ai_0 (3.9%)",
synth,yosysSeqAreaShare,19.21,%
job,drv_cap,0,
synth,synth_top_area_share,18.96,%
synth,ys_sh_adder,8.206,%
clock_network,clk_latency,0.35,ns
synth,synth_warnings,2,
outcome,status,"complete, no violations",
synth,synth.largest_area_cell,dfrtp_1,
synth,ys_types,99,
synth,async_flop_share,100.0,%
timing,skew,0.01081,ns
clock_network,cts_setup_buffers,0,
power_and_ir_drop,powerDensity,122.6,mW/mm^2
timing,clock.fmax,106.4,MHz
[logic make-up (layout without fill, tap and decap cells)]
kind of cell,Yosys count,after routing
AND/OR/NAND/NOR,437,437
AND-OR/OR-AND,430,430
buffers and inverters,153,179
multiplexers,132,132
flip-flops,80,80
adder cells (fa/ha/maj),66,66
XOR/XNOR,28,28
other,2,5
[cell usage in the layout (no fill, tap or decap), drive strengths merged, types with 9 or more instances in the layout]
| cell type | n |
|---|---|
| a211oi | 24 |
| a21o | 15 |
| a21oi | 79 |
| a221oi | 12 |
| a222oi | 9 |
| a22o | 10 |
| a31oi | 15 |
| and2 | 25 |
| and3 | 9 |
| buf | 30 |
| clkbuf | 11 |
| clkdlybuf4s50 | 66 |
| dfrtp | 79 |
| ha | 62 |
| inv | 67 |
| mux2 | 14 |
| mux2i | 102 |
| mux4 | 16 |
| nand2 | 139 |
| nand3 | 38 |
| nand4 | 18 |
| nor2 | 106 |
| nor3 | 39 |
| nor4 | 20 |
| o211ai | 21 |
| o21a | 9 |
| o21ai | 89 |
| o22ai | 19 |
| o31ai | 12 |
| or2 | 9 |
| xnor2 | 18 |
| xor2 | 10 |
[final timing paths]
path	slack [ns]	end	depth (start not counted)	start
min in group asynchronous	2.93	floating_point_output_reg[15]	2	reset
min	0.35	current_state[3]	0	current_state[2]
min reg2reg	0.35	current_state[3]	0	current_state[2]
max	5.50	floating_point_output_reg[30]	40	INTEGER_RESULT_reg[23]
max in group asynchronous	10.90	FRACTION_RESULT_reg[24]	3	reset
max reg2reg	5.50	floating_point_output_reg[30]	40	INTEGER_RESULT_reg[23]
[cell type report]
type / count / area (sq um) / share of cell area, %
clock buffer: 11 / 242.7 / 2.100
clock inverter: 5 / 37.54 / 0.3247
inverter: 67 / 252.7 / 2.186
multi-input combinational: 1098 / 7800 / 67.48
sequential: 80 / 2003 / 17.33
tap: 270 / 337.8 / 2.922
timing repair buffer: 96 / 885.9 / 7.663
[report_power, final]
part	internal, mW	total, mW	switching, mW
Sequential	0.269	0.336	0.0665
Combinational	0.372	0.870	0.498
Clock	0.118	0.212	0.0933
Total	0.760	1.42	0.658
[metrics by stage]
stage	util [%]	cell area [sq um]
final	56.76	11560
after global routing	56.76	11560
after CTS	56.76	11560
after detailed placement	55.39	11280
after global placement	55.39	11280
after floorplan	-	10440
[worst max-delay path: cells and delay by family (launching register included)]
family                     cells  cell delay (ns)
AOI/OAI and AO/OA             17             3.69
xor gates and xnor gates       1             0.13
adders and majority gates      6             1.95
buffers and inverters          7             1.40
DFF                            1             0.42
muxes                          3             0.83
and+or+nand+nor                6             0.91
[layer usage]
layer / GRT usage (%) / vias up
li1: - / 5105
met1: 56.58 / 5138
met2: 53.07 / 608
met3: 7.357 / 87
met4: 9.531 / 0
met5: 0 / -
