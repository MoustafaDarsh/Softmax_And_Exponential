==> ./design.v <==
module floating_to_fixed_conversion #(parameter
DATA_WIDTH = 32,
M = 23,
E = 8,
bias = (2**(E-1))-1,
INTEGER = 10,
FRACTION = 22
) (
input                           clk,
input                           reset,
input  wire  [DATA_WIDTH-1:0]   floating_point_input,
input  wire                     start_floating_to_fixed_conversion,
output wire  [DATA_WIDTH-1:0]   fixed_point_output_reg,
output reg                      fixed_point_number_ready
);
wire   [INTEGER-1:0]     INTEGER_RESULT ;
wire   [M-1:0]    FRACTION_RESULT_MANTISSA_BASED_positive_exponent ;
wire   [2*M:0]     FRACTION_RESULT_MANTISSA_BASED_negative_exponent ;
reg   [FRACTION-1:0]    FRACTION_RESULT ;
wire   [E-1:0]  exponent;
wire   [M-1:0]  mantissa;
wire   [M:0]    mantissa_shifted;
wire            exponent_negative;
wire [E-1:0]    absolute_of_negative_exponent ;
wire [2*M:0]     mantissa_with_one ;
reg [INTEGER-1:0] INTEGER_RESULT_reg  ;
reg [FRACTION-1:0] FRACTION_RESULT_reg  ;
reg INTEGER_AND_FRACTION_RESULT_en ;
localparam             IDLE                               = 1'b0,
                       INTEGER_AND_FRACTION_CALCULATION   = 1'b1;
reg current_state, next_state;  
    always @(posedge clk or posedge reset)
    begin
        if(reset)
            current_state <= IDLE;       
        else
            current_state <= next_state;
    end
    always @*
    begin 
        case(current_state)
        IDLE : 
        begin
    fixed_point_number_ready = 0;
    INTEGER_AND_FRACTION_RESULT_en = 0;
    if (start_floating_to_fixed_conversion)
        begin
    next_state = INTEGER_AND_FRACTION_CALCULATION ;
        end
    else
        begin
    next_state = IDLE ;
        end
        end                    
        INTEGER_AND_FRACTION_CALCULATION :
        begin
    fixed_point_number_ready = 1;
    INTEGER_AND_FRACTION_RESULT_en = 1;
    next_state = IDLE ;
        end
        default :
        begin
    fixed_point_number_ready = 0;
    INTEGER_AND_FRACTION_RESULT_en = 0;
    next_state = IDLE ;
        end
        endcase
    end  
assign exponent = floating_point_input[DATA_WIDTH-1:M] - bias;
assign mantissa = floating_point_input[M-1:0];
assign exponent_negative = exponent[E-1]==1'b1;
assign mantissa_shifted = {1'b1, mantissa} >> (M - 1 - exponent);
assign mantissa_with_one = {{M{1'b0}},1'b1,mantissa} ;
assign absolute_of_negative_exponent = ~exponent + 1'b1 ;
assign INTEGER_RESULT = (exponent_negative) ?  'b0 :  mantissa_shifted[M:1] ;
always @ (*)
begin
if (exponent_negative)
    begin
if (absolute_of_negative_exponent > (M+1))
    begin
FRACTION_RESULT = 'b0;
    end
else
    begin
FRACTION_RESULT = FRACTION_RESULT_MANTISSA_BASED_negative_exponent [2*M:(2*M)+1-FRACTION] ;    
    end
    end
else
    begin
FRACTION_RESULT = FRACTION_RESULT_MANTISSA_BASED_positive_exponent [M-1:M-FRACTION] ;  
    end
end
assign FRACTION_RESULT_MANTISSA_BASED_positive_exponent = mantissa << (exponent) ;
assign FRACTION_RESULT_MANTISSA_BASED_negative_exponent = mantissa_with_one << (M+1-absolute_of_negative_exponent) ;
assign fixed_point_output_reg = {INTEGER_RESULT_reg,FRACTION_RESULT_reg};
always @ (posedge clk or posedge reset)
begin
if (reset)
    begin
INTEGER_RESULT_reg <= 'b0 ;
FRACTION_RESULT_reg <= 'b0 ;
    end 
else if (INTEGER_AND_FRACTION_RESULT_en)
    begin
INTEGER_RESULT_reg <= INTEGER_RESULT  ;
FRACTION_RESULT_reg <= FRACTION_RESULT  ; 
    end
else
    begin
INTEGER_RESULT_reg <= INTEGER_RESULT_reg  ;
FRACTION_RESULT_reg <= FRACTION_RESULT_reg  ;       
    end
end
endmodule
==> ./run.sh <==
#!/bin/bash
# OpenROAD 26Q1-2900-gdf79404cd8, Yosys 0.63+post, stock flow scripts
make -C /OpenROAD-flow-scripts/flow DESIGN_CONFIG=/design/flow/config.mk WORK_HOME=/design/flow/orfs finish
==> ./config.mk <==
export PLATFORM = sky130hd
export DESIGN_NAME = floating_to_fixed_conversion
export DESIGN_NICKNAME = floating_to_fixed_conversion
export VERILOG_FILES = /design/flow/design.v
export SDC_FILE = /design/flow/constraint.sdc
export NUM_CORES = 4
export LEC_CHECK = 1
export CORE_UTILIZATION = 30
==> ./constraint.sdc <==
current_design floating_to_fixed_conversion

set clk_period 2.5
set clk_io_pct 0.2

create_clock -name clk0 -period $clk_period [get_ports {clk}]

set non_clock_inputs [all_inputs -no_clocks]
set_input_delay [expr $clk_period * $clk_io_pct] -clock clk0 $non_clock_inputs
set_output_delay [expr $clk_period * $clk_io_pct] -clock clk0 [all_outputs]
==> run_results.csv <==
group,metric,value,unit
status,status,"completed",
setup_path,r2r-start,"current_state",
logic_synthesis,top_area_cell,"dfrtp_1",
logic_synthesis,top_area_share,17.9,%
logic_synthesis,topCellsByArea,"dfrtp_1 (18%), mux4_2 (15%), mux2i_1 (6.1%), nand2_1 (5.5%), a21oi_1 (4.9%)",
setup_path,cp-end-kind,"register",
clock_network,clkLatencyLatePin,0.28,ns
setup_path,critPathMaxStageDelay,0.58,ns
clock_network,cts_hold_buf,0,
grt,grt_usage,23.7,%
floorplanning,die_w,126,um
clock_network,clk_path_buf_depth,2,
final_timing,worstMarginPinSlew,0.535,ns
grt,first_global_vias,5223,
setup_path,slowest_stage,"mux4_2",
logic_synthesis,ys_seq_share,17.9,%
logic_synthesis,syn_area_per_cell,8.16,um2
final_timing,timing_hold_violations_final,0,
job,drv_cap,0,
cells_and_area,fin_area,7770,um2
routing,n_antenna_cell,0,
cells_and_area,largest_register_ffs,22,
logic_synthesis,synth_flop_count,33,
routing,drt-met1-wl,8380,um
routing,num_vias,5659,
routing,dr_wl_met2,8360,um
final_timing,fin_crit,2.48,ns
routing,routed_wl,18600,um
final_timing,clock_skew,0.00474,ns
floorplanning,placement_rows,45,
cells_and_area,area_growth_syn_to_layout,68.0,%
logic_synthesis,common_cells,"nand2_1 (68), nor2_1 (53), a21oi_1 (45), dfrtp_1 (33), mux4_2 (31)",
logic_synthesis,most_common_cell,"nand2_1",
final_timing,hold_ws,0.490,ns
clock_network,cts_tree,"yes",
placed_design,hpwl,13600,um
routing,vias_per_cell,5.80,
routing,first_iter_violations,522,
final_timing,setup_viol,0,
final_timing,rsz0062_at_grt,"yes",
final_timing,fmax,403,MHz
logic_synthesis,yosys_cells,567,
grt,grt_overflow_total,0,
cells_and_area,drive_above_1_share,44.4,%
setup_path,worst_ep_arrival_time,2.65,ns
routing,highest_layer,"met4",
placed_design,io_buffer_count,66,
setup_path,critical_path_class,"primary input to register",
floorplanning,initial_core_util,30.5,%
routing,post-route-drc-count,0,
floorplanning,ios,68,
logic_synthesis,yosys_warnings,1,
final_timing,slew_headroom,63.9,%
setup_path,timing.rr.end,"INTEGER_RESULT_reg[3]",
logic_synthesis,netlist_area,4630,um2
logic_synthesis,synth-edff-count,0,
pwr,power_density,410,nW/um2
floorplanning,dieHeight,126,um
min_path,hp-start,"FRACTION_RESULT_reg[19]",
clock_network,cts_buffers,5,
logic_synthesis,ys_async_sr_fraction,100,%
placed_design,place.gp.congestion,0.980,
min_path,whs_path_depth,2,
routing,avgRoutedWirePerCell,19.0,um
placed_design,dp.cells,926,
setup_path,r2r_cells,6,
clock_network,cts_sinks,33,
logic_synthesis,synth_cell_type_count,70,
clock_network,htree_levels,2,
setup_path,cp-startpoint,"floating_point_input[23]",
setup_path,r2r_setup_slack,0.70,ns
pwr,p_leak,3.19,nW
routing,wl_met3,1370,um
final_timing,setup_slack,0.0185,ns
floorplanning,core_area,15100,um2
routing,antenna_left,0,
setup_path,required,2.67,ns
logic_synthesis,syn-instance-count,567,
final_timing,drv_slew,0,
grt,antenna_found_initial,0,
placed_design,pre_cts_ws,-0.839,ns
logic_synthesis,synthFlopType,"dfrtp_1",
min_path,min_to,"FRACTION_RESULT_reg[19]",
setup_path,path_max_fanout,7,
clock_network,cts-root-buf,"clkbuf_16",
logic_synthesis,yosysChipArea,4630,um2
placed_design,placed_area,6740,um2
cells_and_area,fin_cells,976,
grt,grt_first_pass_wirelength,29000,um
pwr,ir_worst_vdd,0.000267,V
setup_path,crit_chain,"buf_12 > inv_8 > ha_4 > buf_6 > buf_12 > mux4_2 > mux2i_2 > buf_4 > buf_4 > mux2i_1 > a221o_1",
min_path,min_path_type,"register to register",
job,warnings,31,
routing,drt_pass1_iterations,5,
clock_network,clk_pin_slew,0.05,ns
grt,grt_start_max_net_pins,36,
setup_path,start_kind,"primary input",
floorplanning,chip_area,15900,um2
final_timing,fin_crit_sh,99.3,%
where the power goes:
part	internal, mW	total, mW	switching, mW
Clock	0.421	0.646	0.225
Sequential	0.574	0.604	0.0292
Combinational	0.986	1.94	0.950
Total	1.98	3.19	1.20
worst max-delay path: cells and delay by family:
kind	cells	cell delay (ns)
muxes	3	0.88
adders and majority gates	1	0.29
buffers and inverters	6	0.61
AOI/OAI and AO/OA	1	0.36
placed cells by master, fill, tap and decap left out, types with 5 or more instances in the layout:
cell             count
buf_4              171
nand2_1             61
clkdlybuf4s50_1     58
nor2_1              49
a21oi_1             39
dfrtp_1             33
mux4_2              31
mux2i_1             17
nand3_1             16
o21ai_0             14
o211ai_1            14
nor3_1              13
buf_6               13
a211oi_1            11
a31oi_1             10
mux2_2               9
mux2i_2              9
buf_12               9
and3_1               8
nor2b_1              7
inv_1                7
clkbuf_16            7
nand2_2              6
a21oi_2              6
a221o_1              6
nor3_2               5
o21ai_1              5
worst max-delay path by stage:
| stage | end | cells after the start |
|---|---|---|
| after CTS | INTEGER_RESULT_reg[0] | 11 |
| after global routing | FRACTION_RESULT_reg[6] | 10 |
| final | FRACTION_RESULT_reg[17] | 11 |
area by class of cell:
type                            count  area, um2
Fill cell                        1259       7370
Multi-Input combinational cell    474       4140
Timing Repair Buffer              262       2360
Sequential cell                    33        826
Tap cell                          188        235
Clock buffer                        7        153
Inverter                           11       51.3
Clock inverter                      1       5.00
per-layer routing:
layer | vias up | GRT usage (%)
met4 | 0 | 4.61
met1 | 2763 | 35.0
met5 | - | 0
met2 | 232 | 36.1
met3 | 35 | 5.93
li1 | 2629 | -
logic make-up after synthesis:
family	Yosys count	share of synthesized area (%)
buf+inv	62	5.87
fa+ha+maj	3	0.812
flops	33	17.9
simple gates	209	21.4
mux	70	23.8
compound gates	172	25.6
xor+xnor	18	4.63
per-stage QoR:
stage / total power, mW / TNS, ns / util, %
2_1_floorplan: 1.55 / -1.11 / -
3_3_place_gp: 2.25 / -21.31 / 44.5
3_5_place_dp: 2.26 / -22.26 / 44.5
4_1_cts: 3.04 / -0.0298 / 48.7
5_1_grt: 3.36 / -0.246 / 51.3
6_report: 3.19 / 0 / 51.3
repair_timing:
action                                  CTS  global route
gates cloned                              4             2
pin swaps                                25            30
endpoints found under the setup margin   32            32
buffers inserted                         22            15
gates resized                            70            61
Power is estimated from default activity; no workload was simulated.
